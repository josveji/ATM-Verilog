==> design/flow/design.v <==
module ATM_controller(clk, rst, tarjeta_recibida, tipo_trans, add_digit,
digito_stb, digito, monto_stb, monto, balance_actualizado,entregar_dinero,
pin_incorrecto, advertencia, bloqueo, fondos_insuficientes,
nx_balance_actualizado, nx_entregar_dinero, nx_pin_incorrecto,
nx_advertencia, nx_bloqueo, nx_fondos_insuficientes);  
input clk, rst, tarjeta_recibida, tipo_trans, add_digit, digito_stb, monto_stb;
input [3:0] digito;  
input [31:0] monto;  
reg [15:0] pin_temporal; 
reg [15:0] nx_pin_temporal; 
output reg balance_actualizado, entregar_dinero, pin_incorrecto;
output reg advertencia, bloqueo, fondos_insuficientes;
output reg nx_balance_actualizado, nx_entregar_dinero, nx_pin_incorrecto;
output reg nx_advertencia, nx_bloqueo, nx_fondos_insuficientes;
reg [4:0] contador_digitos;
reg [4:0] nx_contador_digitos;
reg [63:0] balance = 4500;
parameter [15:0] pin_correcto = 16'b0100011101010110;
reg [1:0] intento;
reg [1:0] nx_intento; 
reg [3:0] state;     
reg [3:0] nx_state;  
parameter Esperando_tarjeta = 0;
parameter Verificar_pin = 1; 
parameter Deposito = 2;
parameter Retiro = 3; 
parameter Bloqueo = 4; 
always @(posedge clk) begin
    if (rst) begin  
        state <= Esperando_tarjeta;
        intento <= 0;
        balance_actualizado <= 0; 
        entregar_dinero <= 0;
        pin_incorrecto <= 0;
        advertencia <= 0;
        bloqueo <= 0;
        fondos_insuficientes <= 0;
        pin_temporal <= 16'b0000000000000000;
        contador_digitos <= 0;
    end else begin  
        state <= nx_state;
        intento <= nx_intento;
        balance_actualizado <= nx_balance_actualizado; 
        entregar_dinero <= nx_entregar_dinero;
        pin_incorrecto <= nx_pin_incorrecto;
        advertencia <= nx_advertencia;
        bloqueo <= nx_bloqueo;
        fondos_insuficientes <= nx_fondos_insuficientes;
        pin_temporal <= nx_pin_temporal;
        contador_digitos <= nx_contador_digitos;
    end
end  
always @(*) begin 
    nx_state = state; 
    nx_intento = intento; 
    nx_balance_actualizado = balance_actualizado; 
    nx_entregar_dinero = entregar_dinero;
    nx_pin_incorrecto = pin_incorrecto;
    nx_advertencia = advertencia;
    nx_bloqueo = bloqueo;
    nx_fondos_insuficientes = fondos_insuficientes;
    nx_pin_temporal = pin_temporal ;
    nx_contador_digitos = contador_digitos;
    case(state) 
        Esperando_tarjeta: begin 
            nx_balance_actualizado = 0;  
            nx_entregar_dinero = 0;
            nx_pin_incorrecto = 0;
            nx_advertencia = 0;
            nx_bloqueo = 0;
            nx_fondos_insuficientes = 0;
            nx_contador_digitos = 0;
            if (tarjeta_recibida) nx_state = Verificar_pin;
            else nx_state = Esperando_tarjeta;  
        end
        Verificar_pin: begin 
            if (nx_contador_digitos <= 4 && add_digit)begin
                nx_contador_digitos = nx_contador_digitos +1;
                nx_pin_temporal = {nx_pin_temporal[11:0], digito};
                nx_state = Verificar_pin;
            end 
            else if (nx_contador_digitos == 4)begin
                if (pin_temporal == pin_correcto)begin
                    if (tipo_trans) nx_state = Retiro;
                    else nx_state = Deposito;
                end else if (pin_temporal != pin_correcto)begin 
                    nx_contador_digitos = 0;
                    nx_intento = nx_intento +1;
                    nx_state = Verificar_pin;
                end
            end else if (nx_intento == 2)begin
                nx_advertencia = 1;
                nx_state = Verificar_pin;
            end
            else if (nx_intento == 3) nx_state = Bloqueo;
        end
        Deposito: begin
            nx_contador_digitos = 0;  
            if (monto_stb) begin 
                balance = balance + monto; 
                nx_balance_actualizado = 1;
                nx_state = Esperando_tarjeta;
            end
            else nx_state = Deposito;
        end
        Retiro: begin 
            nx_contador_digitos = 0;  
            if (monto_stb)begin
                if (monto > balance) nx_fondos_insuficientes = 1;
                else if (monto <= balance) begin 
                    balance = balance - monto; 
                    nx_entregar_dinero = 1;
                    nx_balance_actualizado = 1; 
                    nx_state = Esperando_tarjeta;
                end else if(monto > balance) begin 
                    fondos_insuficientes = 1;
                    nx_state = Esperando_tarjeta;
                end
            end
        end
        Bloqueo: begin 
            nx_bloqueo = 1;
            if (rst) nx_state = Esperando_tarjeta; 
            else nx_state = Bloqueo;  
        end
    endcase  
end  
endmodule
==> design/flow/run.sh <==
#!/bin/bash
# OpenROAD 26Q1-2900-gdf79404cd8, Yosys 0.63+post, stock flow scripts
make -C /OpenROAD-flow-scripts/flow DESIGN_CONFIG=/design/flow/config.mk WORK_HOME=/design/flow/orfs finish
==> design/flow/config.mk <==
export PLATFORM = sky130hd
export DESIGN_NAME = ATM_controller
export DESIGN_NICKNAME = ATM_controller
export VERILOG_FILES = /design/flow/design.v
export SDC_FILE = /design/flow/constraint.sdc
export NUM_CORES = 4
export LEC_CHECK = 1
export CORE_UTILIZATION = 50
==> design/flow/constraint.sdc <==
current_design ATM_controller

set clk_period 22.3
set clk_io_pct 0.2

create_clock -name clk0 -period $clk_period [get_ports {clk}]

set non_clock_inputs [all_inputs -no_clocks]
set_input_delay [expr $clk_period * $clk_io_pct] -clock clk0 $non_clock_inputs
set_output_delay [expr $clk_period * $clk_io_pct] -clock clk0 [all_outputs]
==> results.yml <==
# synthesis and place-and-route metrics
status:
  status: "completed"
setup_path:
  critical_path.startpoint_type: "input pin"
  reg2regPathDepth: 9
  worst-setup-path-type: "input pin to primary output"
  worst_ep_required_time_ns: 17.84
  crit_path_end_kind: "primary output"
  r2r_end: "contador_digitos[4]$_SDFFE_PP0P_"
  cp.arrival_ns: 8.50
  max_stage_delay_ns: 0.48
  worstPathCellList: "clkdlybuf4s50_1 -> ha_1 -> fa_1 -> nand2b_1 -> a2111oi_0 -> buf_4 -> o311ai_0 -> a2111oi_0 -> buf_4 -> o311a_1 -> o21ai_2 -> nor2b_2 -> a2bb2oi_2 -> clkdlybuf4s50_1"
  r2r_start: "contador_digitos[0]$_SDFFE_PP0P_"
  cp_max_fo: 3
  slowest_stage: "clkdlybuf4s50_1"
  ff2ff_setup_slack_ns: 20.26
final_timing:
  tns_ns: 0
  final_hold_viol_count: 0
  untimed_endpoints: 64
  max_freq_mhz: 77.1
  timing.final.ws_setup_ns: 9.34
  worst_slew_pin_slew_ns: 0.810
  rsz0062_at_grt: "false"
  finalCriticalPeriod_ns: 12.96
  finalSetupViolations: 0
  post-route-period-util: 0.581
  slew_headroom: 0.455
  drv_slew: 0
  final.setup_skew_ns: 0.00262
  unclocked_pins: 64
worst_hold_path:
  holdPathStages: 2
  min_from: "pin_temporal[14]$_SDFFE_PP0P_"
  min-delay-path-class: "flop to flop"
  holdPathEnd: "pin_temporal[14]$_SDFFE_PP0P_"
clocking:
  clock_latency_ns: 0.27
  cts_root_buf: "clkbuf_16"
  post_cts_resized: 0
  cts_hold_buf: 0
  clockBufferDepth: 2
  cts_made_buffers: 5
  htree_levels: 2
  clk_pin_slew_worst_paths_ns: 0.05
  postCtsSetupBuffers: 0
  cts_tree: "built"
detailed_routing:
  dr_total_vias: 7333
  drc_errors: 0
  diodes: 0
  first_iter_violations: 555
  dr.pass1.iters: 6
  via_per_inst: 5.99
  wire_per_inst_um: 16.8
  antenna_left: 0
  wl_mm: 20.6
yosys:
  top_area_cell: "dlxtn_1"
  synth_cell_types: 76
  yosysTopAreaCellShare: 0.129
  synth-edff-count: 0
  syn_area_um2: 7440
  synth-main-ff-cell: "dlxtn_1"
  ys_cells: 1024
  synthTopCellsByArea: "dlxtn_1 (13%), ha_1 (11%), dfxtp_1 (8.9%), a21oi_1 (6.5%), xnor2_1 (5.1%)"
  synth_warnings: 195
  avgSynthCellArea_um2: 7.26
  synthArstFlopShare: 0
  synthCells: 1024
  synth-seq-cells: 97
  yosys_area_um2: 7440
grt:
  grt_pass1_vias: 6656
  grt_max_degree: 59
  gr-total-overflow: 0
  grt_pass1_wl_mm: 33.0
  grt.total_usage: 0.278
  antenna_found_initial: 0
final_layout:
  logic_area_um2: 5290
  final_common_cell: "a21oi_1"
  flop_area_um2: 1620
  drive_gt1_frac: 0.0423
  design_area_um2: 8210
  layout_top_cells: "a21oi_1 (96), nand2_1 (90), inv_1 (81)"
  fillCellCount: 1399
  synthToLayoutAreaGrowth_pct: 10.4
floorplan:
  core-area_um2: 14500
  pin_count: 55
  chip_area_um2: 15400
  die_w_um: 124
  initCoreUtil: 0.512
  die_h_um: 124
  num_rows: 44
place:
  placed_area_um2: 8030
  place_ws_ns: 9.36
  port_buffers: 52
  place_hpwl_mm: 16.0
  gp_congestion: 0.998
job:
  warnings: 61
  max_cap_violations: 0
## how the worst max path moves through the flow
stage	start	to	slack, ns	depth (start not counted)
CTS	monto[0]	nx_entregar_dinero	9.33	14
global route	monto[9]	nx_entregar_dinero	9.08	13
finish	monto[0]	nx_entregar_dinero	9.34	14
## critical path, delay by kind of cell
| kind | cells | cell delay, ns |
|---|---|---|
| compound gates | 6 | 1.68 |
| simple gates | 2 | 0.42 |
| fa+ha+maj | 2 | 0.62 |
| buf+inv | 4 | 1.31 |
## registers in the layout (all words and copies together) (netlist names)
signal	flops
contador_digitos	5
pin_temporal	16
bloqueo	1
advertencia	1
balance	64
balance_actualizado	1
pin_incorrecto	1
intento	2
state	5
entregar_dinero	1
## Yosys cell counts (all sizes together), types with 9 or more instances
| master | number |
|---|---|
| nor4 | 18 |
| o21ai | 40 |
| xor2 | 22 |
| a21o | 9 |
| inv | 81 |
| mux2i | 10 |
| o211ai | 9 |
| or3 | 11 |
| nand3 | 35 |
| or4 | 14 |
| dfxtp | 33 |
| o31ai | 16 |
| o21bai | 14 |
| buf | 13 |
| a21oi | 96 |
| o22ai | 10 |
| nor3 | 31 |
| ha | 68 |
| xnor2 | 43 |
| nor2 | 76 |
| nor2b | 13 |
| nand2 | 90 |
| nand2b | 13 |
| clkbuf | 39 |
| nand4 | 27 |
| dlxtn | 64 |
| o21a | 10 |
| a31oi | 11 |
## cell type report
class | instances | area share
clock inverter | 2 | 0.00457
multi-input combinational | 794 | 0.644
tap | 184 | 0.0280
clock buffer | 6 | 0.0169
inverter | 81 | 0.0370
sequential | 97 | 0.198
timing repair buffer | 61 | 0.0716
## per-layer routing
layer / track usage / vias to the layer above / part of all wire
li1: - / 3730 / -
met1: 0.410 / 3356 / 0.47
met2: 0.452 / 219 / 0.46
met3: 0.0196 / 28 / 0.048
met4: 0.0595 / 0 / 0.023
met5: 0 / - / 0
## per-stage QoR
stage | std cells | hold slack, ns | util
after floorplan | 1024 | 0.436 | -
after global placement | 1217 | 0.448 | 0.553
after detailed placement | 1217 | 0.452 | 0.553
after CTS | 1225 | 0.460 | 0.565
after global routing | 1225 | 0.473 | 0.565
final | 1225 | 0.458 | 0.565
## kinds of logic (layout without fill, tap and decap cells)
logic type      after synthesis  count (layout)  synth area share
simple gates                361             361             0.247
compound gates              287             287             0.254
buf+inv                     133             150            0.0710
fa+ha+maj                    70              70             0.120
xor+xnor                     65              65            0.0766
latches                      64              64             0.129
flops                        33              33            0.0888
mux                          10              10            0.0135
other cells                   1               1          0.000504
